$ cat ./config.mk
export PLATFORM = sky130hd
export DESIGN_NAME = rca_add_mult_exp_red
export DESIGN_NICKNAME = rca_add_mult_exp_red
export VERILOG_FILES = /design/flow/design.v
export SDC_FILE = /design/flow/constraint.sdc
export NUM_CORES = 4
export LEC_CHECK = 1
export CORE_UTILIZATION = 30
$ cat ./constraint.sdc
current_design rca_add_mult_exp_red

set clk_period 172.7
set clk_io_pct 0.2

create_clock -name clk0 -period $clk_period

set non_clock_inputs [all_inputs -no_clocks]
set_input_delay [expr $clk_period * $clk_io_pct] -clock clk0 $non_clock_inputs
set_output_delay [expr $clk_period * $clk_io_pct] -clock clk0 [all_outputs]
$ cat ./design.v
module rca_add_mult_exp_red #(
    parameter DATA_WIDTH = 32
) (
    input                       sum_funct,           
    input                       exp_funct,           
    input                       red_funct,           
    input                       carry_option,        
    input [DATA_WIDTH:0]        polyn_red_in,        
    input [2*DATA_WIDTH-1:0]    reduc_in,            
    input [DATA_WIDTH-1:0]      a,                   
    input [DATA_WIDTH-1:0]      b,                   
    output [DATA_WIDTH-1:0]     out,                 
    output [2*DATA_WIDTH-1:0]   mult_out             
);
    wire [2*DATA_WIDTH-1:0]     reduc_in_n;          
    wire [DATA_WIDTH:0]         polyn_red_in_n;      
    wire [2*DATA_WIDTH-1:0]     reduc;               
    wire [DATA_WIDTH:0]         polyn_red;
    bit_order_inversion #(2*DATA_WIDTH) bit_inv_reduc(
        .a(reduc_in),
        .a_n(reduc_in_n)
    );
    bit_order_inversion #(DATA_WIDTH+1) bit_inv_polym(
        .a(polyn_red_in),
        .a_n(polyn_red_in_n)
    );
    assign reduc =      red_funct ? reduc_in_n : reduc_in;
    assign polyn_red =  red_funct ? polyn_red_in_n : polyn_red_in;
    wire [DATA_WIDTH-1:0]   partial_products      [0:DATA_WIDTH-1];
    wire [DATA_WIDTH-1:0]   partial_multiplier;                    
    genvar i;
    generate
		for (i = 0; i < DATA_WIDTH; i = i + 1) begin
            partial_mult #(DATA_WIDTH) pmult0 (
                .a(a),
                .b(partial_multiplier[i]),
                .out(partial_products[i])
            );
            assign partial_multiplier[i] = exp_funct ? a[i] : b[i];
		end
	endgenerate 
    wire [DATA_WIDTH:0]     partial_sum [0:DATA_WIDTH-1];
    wire [DATA_WIDTH-1:0]   carry;
    wire [DATA_WIDTH-1:0]   partial_result;
    wire [DATA_WIDTH:0]     a_sum [0:DATA_WIDTH-2];
    wire [DATA_WIDTH:0]     b_sum [0:DATA_WIDTH-2];
    assign carry[0] = 1'b0;
    assign partial_sum[0] = red_funct ? reduc[0 +: (DATA_WIDTH+1)] : {1'b0,partial_products[0]};
    genvar j;
    generate
        for (j = 0; j < DATA_WIDTH-1; j = j + 1) begin
            cl_rca_adder #(DATA_WIDTH) adder0(
                .carry_option(carry_option),
                .a(a_sum[j][0 +: DATA_WIDTH]),
                .b(b_sum[j][0 +: DATA_WIDTH]),
                .sum(partial_sum[j+1][0 +: DATA_WIDTH]),
                .co(carry[j+1])
            );
            assign partial_sum[j+1][DATA_WIDTH] = a_sum[j][DATA_WIDTH] ^ b_sum[j][DATA_WIDTH];
            assign partial_result[j+1] = partial_sum[j+1][0];
            assign a_sum[j] = red_funct ? ({reduc[DATA_WIDTH+1+j],partial_sum[j][1 +: DATA_WIDTH]}) : ((j==0 && sum_funct) ? {1'b0,a} : {1'b0,carry[j],partial_sum[j][1 +: DATA_WIDTH-1]});  
            assign b_sum[j] = red_funct ? ( a_sum[j][0] ? polyn_red : 0) : ((j==0 && sum_funct) ? {1'b0,b} : {1'b0,partial_products[j+1]});  
        end
    endgenerate
    wire [DATA_WIDTH-1:0]       out_poly;        
    bit_order_inversion #(DATA_WIDTH) bit_inv_poly_out(
        .a(partial_sum[DATA_WIDTH-1][1 +:DATA_WIDTH]),
        .a_n(out_poly)
    );
    assign mult_out = {carry[DATA_WIDTH-1],partial_sum[DATA_WIDTH-1][DATA_WIDTH-1:1],partial_result};
    assign partial_result[0] = partial_products[0][0];
    assign out = red_funct ? out_poly : partial_sum[1];
endmodule
module cl_full_adder(
    input carry_option,
    input a,
    input b,
    input ci,
    output sum,
    output co
);
assign sum = a ^ b ^ ci;
assign co = carry_option ? (a & b) | (a & ci) | (b & ci) : 1'b0;
endmodule
module cl_half_adder(
    input carry_option,
    input a,
    input b,
    output sum,
    output co
);
assign sum = a ^ b;
assign co = carry_option ? a & b : 1'b0;
endmodule
module cl_rca_adder #(
    parameter DATA_WIDTH = 32
)(
    input                       carry_option,
    input   [DATA_WIDTH-1:0]    a,
    input   [DATA_WIDTH-1:0]    b,
    output  [DATA_WIDTH-1:0]    sum,
    output                      co
);
    wire    [DATA_WIDTH-1:0] carry_array;
    assign co = carry_array[DATA_WIDTH-1];
    cl_half_adder ha0 (
        .carry_option(carry_option),
        .a(a[0]), 
        .b(b[0]),
        .sum(sum[0]),
        .co(carry_array[0])
    );
	genvar i;
	generate
		for (i = 1; i < DATA_WIDTH; i = i + 1) begin
            cl_full_adder fa0 (
                .carry_option(carry_option),
                .a(a[i]), 
                .b(b[i]),
                .sum(sum[i]),
                .ci(carry_array[i-1]), 
                .co(carry_array[i])
                );
		end
	endgenerate
endmodule
module partial_mult #(
    parameter DATA_WIDTH = 32
) (
    input [DATA_WIDTH-1:0] a,
    input b,
    output [DATA_WIDTH-1:0] out
    );
    assign out = a & {DATA_WIDTH{b}};
endmodule
module bit_order_inversion #(
    parameter DATA_WIDTH = 32
)(
    input [DATA_WIDTH-1:0] a,
    output [DATA_WIDTH-1:0] a_n
);
    genvar i;
    generate
		for (i = 0; i < DATA_WIDTH; i = i + 1) begin
            assign a_n[i] = a[DATA_WIDTH-1-i];
        end
	endgenerate
endmodule
$ cat ./run.sh
#!/bin/bash
# OpenROAD 26Q1-2900-gdf79404cd8, Yosys 0.63+post, stock flow scripts
make -C /OpenROAD-flow-scripts/flow DESIGN_CONFIG=/design/flow/config.mk WORK_HOME=/design/flow/orfs finish
==> impl_metrics.py <==
# Generated from Yosys and OpenROAD reports
metrics = {
    "status": {
        "outcome": "finished clean",
    },
    "die": {
        "coreArea_um2": 130000,
        "die_x_um": 364,
        "die-area_um2": 132000,
        "core.rowCount": 132,
        "pin_count": 261,
        "fp_util": 0.303,
        "die_h_um": 364,
    },
    "route": {
        "drt_iter0_drc": 3067,
        "drc_errors": 0,
        "postRouteAntennaNets": 0,
        "first_pass_iters": 6,
        "vias": 32800,
        "vias_per_cell": 5.74,
        "drt-total-wl_mm": 152,
        "wire_per_inst_um": 26.7,
    },
    "power": {
        "internal_power_w": 0.0804,
        "vdd_drop_max_mv": 3.27,
        "p_leak_nw": 12.2,
        "power.density_nw_per_um2": 3970,
        "switching_share": 0.521,
        "power.switching_w": 0.0875,
    },
    "place": {
        "globalplace.congestion": 0.979,
        "dp.cells": 5703,
        "dpl_cell_area_um2": 42300,
        "hpwl_mm": 112,
        "io_buffers": 260,
    },
    "layout": {
        "area_delta_synth_final_pct": 7.74,
        "mostFrequentLayoutCell": "fa_1",
        "final_area_um2": 42300,
        "layout.cells.non_filler": 5706,
        "layout.area.comb_um2": 36100,
        "flops": 0,
        "fillers": 13300,
        "clkbuf_count": 0,
        "seq_area_um2": 0,
        "fin_util": 0.326,
        "drive_gt1_frac": 0.0538,
        "final_layout_top_logic_cells": "fa_1 (961), nand2b_1 (930), a22oi_1 (877)",
    },
    "final_timing": {
        "max_freq_mhz": 7.24,
        "rsz0062_at_grt": "false",
        "post-route-min-period_ns": 138.19,
        "drv_slew": 0,
        "holdWs_ns": 69.92,
        "fin_tns_setup_ns": 0,
        "finalHoldViolCount": 0,
        "tightest_slew_ns": 0.832,
        "finalCritPeriodShare": 0.800,
        "setup_viol_count_final": 0,
        "slew_headroom": 0.445,
    },
    "cts": {
        "cts_setup_buffers": 0,
        "cts_hold_buffers": 0,
        "ctsResizeCount": 0,
    },
    "logic_synthesis": {
        "yosys_area_um2": 39300,
        "yosys_cells": 4169,
        "ys_types": 33,
        "syn_area_per_cell_um2": 9.42,
        "top_area_cell": "fa_1",
        "yosysWarnings": 1,
        "synthCells": 4169,
        "top_cells_by_area": "fa_1 (49%), a22oi_1 (17%), nand2b_1 (15%)",
        "synthDominantCellAreaShare": 0.490,
        "synthesis.area_um2": 39300,
        "ys_seq_frac": 0,
    },
    "critical_path": {
        "end_kind": "output port",
        "crit_top_cell": "fa_1",
        "crit_arrival_ns": 103.65,
        "slowest_delay_ns": 0.99,
        "critPathLaunchType": "input port",
        "startpoint": "a[1]",
        "required_ns": 138.16,
        "slowest_stage": "fa_1",
        "crit_fanout": 32,
        "criticalPathCategory": "input port to output port",
    },
    "hold_path": {
        "hp-class": "input port to output port",
        "whs_path_depth": 4,
        "min_from": "red_funct",
        "min_to": "out[1]",
    },
    "global_route": {
        "grt_pass1_wl_mm": 231,
        "first_global_vias": 34600,
        "grt_max_degree": 129,
        "antenna_found_initial": 10,
        "groute.usage.overall": 0.244,
        "overflow": 0,
    },
    "flow_run": {
        "cap_violations": 0,
        "warnings": 42,
    },
}
per-layer routing:
layer / vias to the layer above / GRT usage / share of wire
li1: 13600 / - / -
met1: 17000 / 0.329 / 0.38
met2: 1833 / 0.357 / 0.44
met3: 252 / 0.128 / 0.14
met4: 18 / 0.0538 / 0.030
met5: - / 0.00581 / 0.0011
worst max path at each step:
stage                 slack [ns]  cells after the start     end
final                      34.51                    236  out[1]
after CTS                  35.35                    236  out[1]
after global routing       31.10                    236  out[1]
metrics by stage:
stage / total power, W / setup WS [ns]
6_report: 0.168 / 34.51
5_1_grt: 0.179 / 31.10
4_1_cts: 0.170 / 35.35
3_5_place_dp: 0.169 / 35.60
3_3_place_gp: 0.169 / 35.72
2_1_floorplan: 0.179 / 51.17
synth_stat cells, types with 2 or more instances:
cell type and n:
mux2_4 20, ha_1 31, clkbuf_1 269, nand2b_1 930
buf_2 253, o21ai_1 16, and2_1 59, a22oi_1 877
a221o_1 28, buf_6 13, nor2_1 117, and2b_1 21
fa_1 961, o21ai_0 75, a21oi_1 88, nor3_1 29
nor2b_1 45, mux2i_1 3, a22o_1 29, buf_1 2
mux2_2 9, inv_1 91, buf_4 67, xnor2_1 31
nand2_1 97
critical path: cells and delay by family:
family | cells | cell delay (ns)
AOI/OAI and AO/OA | 31 | 6.92
buffers and inverters | 25 | 8.66
and+or+nand+nor | 90 | 14.34
adders and majority gates | 90 | 38.69
final cells by class:
class              instances  area share
inverters                 91     0.00808
multi-input cells       3474       0.854
well taps               1742      0.0515
diodes                     3    0.000177
repair buffers           396      0.0865
kinds of logic (layout without fill, tap and decap cells):
logic type	Yosys count	count (layout)	synth area share
buf+inv	695	487	0.0834
other cells	0	3	0
xor+xnor	31	31	0.00692
fa+ha+maj	992	992	0.500
mux	32	32	0.0110
compound gates	1120	1120	0.206
simple gates	1299	1299	0.193
Power figures rest on the tool's default switching activity, not on a simulated workload.
