===== run.sh =====
#!/bin/bash
# OpenROAD 26Q1-2900-gdf79404cd8, Yosys 0.63+post, stock flow scripts
make -C /OpenROAD-flow-scripts/flow DESIGN_CONFIG=/design/flow/config.mk WORK_HOME=/design/flow/orfs finish

===== config.mk =====
export PLATFORM = sky130hd
export DESIGN_NAME = rca_add_mult_exp
export DESIGN_NICKNAME = rca_add_mult_exp
export VERILOG_FILES = /design/flow/design.v
export SDC_FILE = /design/flow/constraint.sdc
export NUM_CORES = 4
export LEC_CHECK = 1
export CORE_UTILIZATION = 30

===== constraint.sdc =====
current_design rca_add_mult_exp

set clk_period 110.7
set clk_io_pct 0.2

create_clock -name clk0 -period $clk_period

set non_clock_inputs [all_inputs -no_clocks]
set_input_delay [expr $clk_period * $clk_io_pct] -clock clk0 $non_clock_inputs
set_output_delay [expr $clk_period * $clk_io_pct] -clock clk0 [all_outputs]

===== design.v =====
module rca_add_mult_exp #(
    parameter DATA_WIDTH = 32
) (
    input sum_funct,
    input exp_funct,
    input carry_option,
    input [DATA_WIDTH-1:0] a,
    input [DATA_WIDTH-1:0] b,
    output [DATA_WIDTH-1:0] out,
    output [2*DATA_WIDTH-1:0] mult_out
);
    wire [DATA_WIDTH-1:0]   partial_products [0:DATA_WIDTH-1];
    wire [DATA_WIDTH-1:0]   partial_multiplier;
    genvar i;
    generate
		for (i = 0; i < DATA_WIDTH; i = i + 1) begin
            partial_mult #(DATA_WIDTH) pmult0 (
                .a(a),
                .b(partial_multiplier[i]),
                .out(partial_products[i])
            );
            assign partial_multiplier[i] = exp_funct ? a[i] : b[i];
		end
	endgenerate
    wire [DATA_WIDTH-1:0]   partial_sum [0:DATA_WIDTH-1];
    wire [DATA_WIDTH-1:0]   carry;
    wire [DATA_WIDTH-1:0]   partial_result;
    wire [DATA_WIDTH-1:0]   a_sum[0:DATA_WIDTH-2];
    wire [DATA_WIDTH-1:0]   b_sum[0:DATA_WIDTH-2];
    assign carry[0] = 1'b0;
    assign partial_sum[0] = partial_products[0];
    genvar j;
    generate
        for (j = 0; j < DATA_WIDTH-1; j = j + 1) begin
            cl_rca_adder #(DATA_WIDTH) adder0(
                .carry_option(carry_option),
                .a(a_sum[j]),
                .b(b_sum[j]),
                .sum(partial_sum[j+1]),
                .co(carry[j+1])
            );
            assign partial_result[j+1] = partial_sum[j+1][0];
            assign a_sum[j] = (j==0 && sum_funct) ? a : {carry[j],partial_sum[j][1 +: DATA_WIDTH-1]};  
            assign b_sum[j] = (j==0 && sum_funct) ? b : partial_products[j+1];  
        end
    endgenerate
    assign mult_out = {carry[DATA_WIDTH-1],partial_sum[DATA_WIDTH-1][DATA_WIDTH-1:1],partial_result};
    assign partial_result[0] = partial_products[0][0];
    assign out = partial_sum[1];
endmodule
module cl_full_adder(
    input carry_option,
    input a,
    input b,
    input ci,
    output sum,
    output co
);
assign sum = a ^ b ^ ci;
assign co = carry_option ? (a & b) | (a & ci) | (b & ci) : 1'b0;
endmodule
module cl_half_adder(
    input carry_option,
    input a,
    input b,
    output sum,
    output co
);
assign sum = a ^ b;
assign co = carry_option ? a & b : 1'b0;
endmodule
module cl_rca_adder #(
    parameter DATA_WIDTH = 32
)(
    input                       carry_option,
    input   [DATA_WIDTH-1:0]    a,
    input   [DATA_WIDTH-1:0]    b,
    output  [DATA_WIDTH-1:0]    sum,
    output                      co
);
    wire    [DATA_WIDTH-1:0] carry_array;
    assign co = carry_array[DATA_WIDTH-1];
    cl_half_adder ha0 (
        .carry_option(carry_option),
        .a(a[0]), 
        .b(b[0]),
        .sum(sum[0]),
        .co(carry_array[0])
    );
	genvar i;
	generate
		for (i = 1; i < DATA_WIDTH; i = i + 1) begin
            cl_full_adder fa0 (
                .carry_option(carry_option),
                .a(a[i]), 
                .b(b[i]),
                .sum(sum[i]),
                .ci(carry_array[i-1]), 
                .co(carry_array[i])
                );
		end
	endgenerate
endmodule
module partial_mult #(
    parameter DATA_WIDTH = 32
) (
    input [DATA_WIDTH-1:0] a,
    input b,
    output [DATA_WIDTH-1:0] out
    );
    assign out = a & {DATA_WIDTH{b}};
endmodule

==> run summary <==
run metrics: I/O pin count=~160, Routed Antenna Nets=0, Netlist cell types=~50, Via density=4.63, Critical Path AT=74310 ps, number of antenna violations at the first check in global routing=5, core area=118000 um^2, status=finished clean, fillcell total=12100, Wirelength per Cell=roughly 15 um, CP Class=in -> out, Worst Setup Start Kind=primary input, crit path DRT=88560 ps, share of layout cells above drive strength 1=3.33%, Seq share, synth=0%, most frequent logic cell in the layout=fa_1, area of the mapped netlist=between 30000 and 40000 um^2, dpl ws=about 14000 ps, fin cells=just over 5000, Syn. warnings=1, Inst Count DP=5110, Hold EP=mult_out[0], minimum clock period=96450 ps, die height=347 um, slowest stage delay, CP=~590 ps, IO Port Bufs=approximately 160, Critical Path End Type=primary output, largest net degree at the start of global routing=~210, number of max-cap violations=0, Hold Crit Start=exp_funct, flop count=0, crit share post-route=between 80% and 90%, drt total wl=just under 80000 um, GRT overflow=0, CP most frequent cell=fa_1, CLK BUF=0, syn avg cell area=approximately 9.5 um^2, Hold WC Path Type=in -> out, Yosys chip area=about 36000 um^2, pins over their slew limit=0, ys cells=around 3800, initial DRC count=roughly 740, Post-CTS Hold Buffers=0, worst slew pin tran=between 700 and 800 ps, Mapped Cells=around 3800, Vias=about 24000, post-route setup slack=14250 ps, Worst path slowest cell=fa_1, post-CTS setup buffers=0, routability cong.=0.836, Die W=between 300 and 400 um, num rows=126, Max-slew headroom=46.8%, Register Area=0 um^2, vias in the first global route=about 24000, # DRC=0, First-pass DRT Iterations=5, fmax=roughly 10 MHz, hold depth=3, OpenROAD warning count=41, total negative slack=0 ps, Resized cells post-CTS=0, # setup viols final=0, total track usage=around 14%, Area growth syn-to-layout=6.69%, dpl hpwl=around 65000 um, die area=between 100000 and 150000 um^2, most frequent cells in the layout=942 x fa_1, 896 x and2_1, 830 x nor2b_1, first-pass GRT wire length=between 100000 and 150000 um, fp_density=30.3%, Max Fanout on Critical Path=34, Fin. Hold Viols=0, RSZ-0062 raised after global routing=false
kinds of logic (layout without fill, tap and decap cells):
logic type	count (synthesis)	count (layout)	share of synthesized area, %
muxes	33	33	0.962
AOI/OAI and AO/OA	144	144	2.93
adders and majority gates	992	992	54.5
and+or+nand+nor	2005	2005	34.1
buffers and inverters	564	377	7.00
other	0	1	0
xor gates and xnor gates	23	23	0.563
Yosys cell counts (4+ instances only):
| library cell | instances | share of area, % |
|---|---|---|
| a21oi_1 | 20 | 0.28 |
| fa_1 | 942 | 53 |
| buf_1 | 10 | 0.10 |
| and2_1 | 896 | 16 |
| o21ai_0 | 25 | 0.35 |
| nand2b_1 | 107 | 1.9 |
| a21o_1 | 4 | 0.084 |
| nand2_1 | 128 | 1.3 |
| clkbuf_1 | 314 | 3.3 |
| inv_1 | 137 | 1.4 |
| a22o_1 | 25 | 0.61 |
| nand3_1 | 6 | 0.084 |
| o21a_1 | 33 | 0.69 |
| xnor2_1 | 8 | 0.20 |
| mux2i_1 | 28 | 0.78 |
| nor2_1 | 12 | 0.13 |
| buf_4 | 95 | 2.0 |
| buf_2 | 4 | 0.056 |
| xor2_1 | 15 | 0.37 |
| a22oi_1 | 12 | 0.25 |
| ha_1 | 50 | 1.7 |
| and3_1 | 15 | 0.26 |
| a31oi_1 | 5 | 0.087 |
| nor2b_1 | 830 | 15 |
through the flow:
stage | utilization (%) | area [um^2] | hold slack (ps)
2_1_floorplan | - | 35800 | 44340
3_3_place_gp | 32.3 | 38200 | 45140
3_5_place_dp | 32.3 | 38200 | 45130
4_1_cts | 32.3 | 38200 | 45140
5_1_grt | 32.3 | 38200 | 45160
6_report | 32.3 | 38200 | 45120
layout make-up:
class / count / area (um^2) / share of cell area [%]
Timing Repair Buffer: 240 / 2230 / 5.85
Antenna cell: 1 / 2.50 / 0.00656
Multi-Input combinational cell: 3197 / 33500 / 87.8
Tap cell: 1536 / 1920 / 5.04
Inverter: 137 / 514 / 1.35
worst max-delay path by stage:
| stage | from | to | slack, ps |
|---|---|---|---|
| CTS | a[1] | mult_out[62] | 13850 |
| global route | a[1] | mult_out[62] | 11600 |
| finish | a[1] | mult_out[62] | 14250 |
per-layer routing:
| layer | share of wire (%) | track usage [%] | vias to the layer above |
|---|---|---|---|
| met5 | 0.044 | 0 | - |
| li1 | - | - | 10700 |
| met1 | 42 | 19.3 | 12500 |
| met2 | 48 | 22.7 | 391 |
| met4 | 0.82 | 0.957 | 6 |
| met3 | 9.5 | 5.52 | 39 |
critical path: cells and delay by family:
| kind | cells | cell delay [ps] |
|---|---|---|
| fa+ha+maj | 92 | 39680 |
| simple gates | 62 | 10330 |
| buf+inv | 7 | 1470 |
| mux | 1 | 460 |
| compound gates | 1 | 180 |
