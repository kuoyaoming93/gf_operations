[design/flow/design.v]
module rca_add_mult #(
    parameter DATA_WIDTH = 32
) (
    input sum_funct,
    input carry_option,
    input [DATA_WIDTH-1:0] a,
    input [DATA_WIDTH-1:0] b,
    output [DATA_WIDTH-1:0] out,
    output [2*DATA_WIDTH-1:0] mult_out
    );
    wire [DATA_WIDTH-1:0]   partial_products [0:DATA_WIDTH-1];
    genvar i;
    generate
		for (i = 0; i < DATA_WIDTH; i = i + 1) begin
            partial_mult #(DATA_WIDTH) pmult0 (
                .a(a),
                .b(b[i]),
                .out(partial_products[i])
            );
		end
	endgenerate
    wire [DATA_WIDTH-1:0]   partial_sum [0:DATA_WIDTH-1];
    wire [DATA_WIDTH-1:0]   carry;
    wire [DATA_WIDTH-1:0]   partial_result;
    wire [DATA_WIDTH-1:0]   a_sum[0:DATA_WIDTH-2];
    wire [DATA_WIDTH-1:0]   b_sum[0:DATA_WIDTH-2];
    assign carry[0] = 1'b0;
    assign partial_sum[0] = partial_products[0];
    genvar j;
    generate
        for (j = 0; j < DATA_WIDTH-1; j = j + 1) begin
            cl_rca_adder #(DATA_WIDTH) adder0(
                .carry_option(carry_option),
                .a(a_sum[j]),
                .b(b_sum[j]),
                .sum(partial_sum[j+1]),
                .co(carry[j+1])
            );
            assign partial_result[j+1] = partial_sum[j+1][0];
            assign a_sum[j] = (j==0 && sum_funct) ? a : {carry[j],partial_sum[j][1 +: DATA_WIDTH-1]};  
            assign b_sum[j] = (j==0 && sum_funct) ? b : partial_products[j+1];  
        end
    endgenerate
    assign mult_out = {carry[DATA_WIDTH-1],partial_sum[DATA_WIDTH-1][DATA_WIDTH-1:1],partial_result};
    assign partial_result[0] = partial_products[0][0];
    assign out = partial_sum[1];
endmodule
module cl_full_adder(
    input carry_option,
    input a,
    input b,
    input ci,
    output sum,
    output co
);
assign sum = a ^ b ^ ci;
assign co = carry_option ? (a & b) | (a & ci) | (b & ci) : 1'b0;
endmodule
module cl_half_adder(
    input carry_option,
    input a,
    input b,
    output sum,
    output co
);
assign sum = a ^ b;
assign co = carry_option ? a & b : 1'b0;
endmodule
module cl_rca_adder #(
    parameter DATA_WIDTH = 32
)(
    input                       carry_option,
    input   [DATA_WIDTH-1:0]    a,
    input   [DATA_WIDTH-1:0]    b,
    output  [DATA_WIDTH-1:0]    sum,
    output                      co
);
    wire    [DATA_WIDTH-1:0] carry_array;
    assign co = carry_array[DATA_WIDTH-1];
    cl_half_adder ha0 (
        .carry_option(carry_option),
        .a(a[0]), 
        .b(b[0]),
        .sum(sum[0]),
        .co(carry_array[0])
    );
	genvar i;
	generate
		for (i = 1; i < DATA_WIDTH; i = i + 1) begin
            cl_full_adder fa0 (
                .carry_option(carry_option),
                .a(a[i]), 
                .b(b[i]),
                .sum(sum[i]),
                .ci(carry_array[i-1]), 
                .co(carry_array[i])
                );
		end
	endgenerate
endmodule
module partial_mult #(
    parameter DATA_WIDTH = 32
) (
    input [DATA_WIDTH-1:0] a,
    input b,
    output [DATA_WIDTH-1:0] out
    );
    assign out = a & {DATA_WIDTH{b}};
endmodule
[design/flow/run.sh]
#!/bin/bash
# OpenROAD 26Q1-2900-gdf79404cd8, Yosys 0.63+post, stock flow scripts
make -C /OpenROAD-flow-scripts/flow DESIGN_CONFIG=/design/flow/config.mk WORK_HOME=/design/flow/orfs finish
[design/flow/config.mk]
export PLATFORM = sky130hd
export DESIGN_NAME = rca_add_mult
export DESIGN_NICKNAME = rca_add_mult
export VERILOG_FILES = /design/flow/design.v
export SDC_FILE = /design/flow/constraint.sdc
export NUM_CORES = 4
export LEC_CHECK = 1
export CORE_UTILIZATION = 50
[design/flow/constraint.sdc]
current_design rca_add_mult

set clk_period 83.8
set clk_io_pct 0.2

create_clock -name clk0 -period $clk_period

set non_clock_inputs [all_inputs -no_clocks]
set_input_delay [expr $clk_period * $clk_io_pct] -clock clk0 $non_clock_inputs
set_output_delay [expr $clk_period * $clk_io_pct] -clock clk0 [all_outputs]
==> results.txt <==
Purpose: to document the outcome of synthesis and place and route.

Global route
The wire length of the first global-routing pass is 130000 um. Global routing consumed, over all layers together, 23.6% of the routing resources. The initial antenna violation count was 0.

Entering global routing, the biggest net connects 106 pins. The number of global-route vias before repair came to 26700. The global route stage reports its total congestion overflow as 0.

Synth
After synthesis the cells add up to 0.0356 mm2. The synthesized design spends more area on one cell type than any other, namely sky130_fd_sc_hd__fa_1. Yosys reports that the leading cell type by area covers 53.0% of the netlist area. Synthesis produced a netlist whose cell count is 3808.

The post-synthesis area per instance is 9.34 um2. The count of cell types in the netlist is 51. Per the Yosys statistics, synthesis produced 3808 cells. The sequential area share after synthesis is 0%.

By area the synthesized netlist is led by sky130_fd_sc_hd__fa_1 53%, sky130_fd_sc_hd__and2_1 31%, sky130_fd_sc_hd__clkbuf_1 3.3%. The yosys-reported design area after synthesis is 0.0356 mm2. The warning tally printed by Yosys for this design is 1.

Final timing
The tightest hold path in the finished design has a slack of 34.43 ns. At the pin with the least slew margin, the transition time is 0.888 ns. The relative slew slack is 40.8%. Based on the critical path, the design can be clocked at up to 11.9 MHz. The max-slew violation total from the final report is 0. The final clock period utilization by the worst path is 101%. Setup repair after global routing could not meet its margin everywhere.

The final setup slack of the worst path is -0.583 ns. For this run, the final setup violation count is recorded as 3. Setup total negative slack on the finished layout was measured at -1.00 ns. Hold-check failures listed in the final report amount to 0. The final critical path time including I/O delays and setup is 84.38 ns.

Run status
The run finished, with violations left. The final reports fail on setup timing.

Critical path
The most used cell along the critical path is sky130_fd_sc_hd__fa_1. The nature of the critical path startpoint is a primary input. The critical path's largest stage delay is 0.58 ns. The maximum fanout along the worst path is 2. The arrival time of the worst setup path is 67.62 ns. The timing report shows that the slowest cell on the worst path is sky130_fd_sc_hd__fa_1. The kind of end point of the critical path is a primary output. The required time of the critical path is 67.04 ns. The worst setup path is of the primary input to primary output kind.

Drt
The routed via count is 23800. The DRC marker count from the first detailed-route iteration is 682. The length of the first detailed-routing pass in iterations is 5. The number of antenna diodes in the final layout is 0. The number of nets still failing antenna checks after routing is 0. Wires add up to 70100 um.

The via density per instance is 5.17. The DRC violation total left in the routed layout is recorded as 0. The per-cell routed wire length is 15.2 um.

Final layout
In the layout the commonest cells are 1701 x sky130_fd_sc_hd__and2_1, 906 x sky130_fd_sc_hd__fa_1, 212 x sky130_fd_sc_hd__nand2_1. The area growth from synthesis to layout is 5.42%. The cell area after layout is 0.0375 mm2. The most common logic cell in the final layout is sky130_fd_sc_hd__and2_1. The fraction of layout instances using a drive strength above 1 is 5.80%. The total number of sequential cells is 0. The clock buffer count is 0. The layout report lists the combined flip-flop and latch area as 0 um2.

Placement
As logged by OpenROAD, the buffers inserted on ports number 162. The pre-CTS setup slack is -1.53 ns. The weighted congestion reported at the end of routability-driven placement is 0.826. The placement-stage cell area is 0.0372 mm2. Once detailed placement completed, the half-perimeter wirelength came to 56700 um.

Hold path
The endpoint with the worst hold slack is out[0]. The worst hold path depth is 5. The worst hold path begins at sum_funct. The class of the most critical hold timing path is primary input to primary output.

Floorplanning
After floorplanning, the die was sized to cover 0.0722 mm2. For reference, the placement row count at floorplan is 97. The starting utilization of the core area is 50.7%. The area of the core is 0.0701 mm2. The floorplan die height is 269 um. The die extent in x is 269 um.

Pin placement for this block handled 162 I/O pins.

Flow run
Across the run, the number of max-cap violations was 0. The tool warning count is 36.
-- kinds of logic (layout without fill, tap and decap cells) --
kind of cell / count (synthesis) / count (layout) / synth area share (%)
multiplexers: 1 / 1 / 0.0281
AND-OR/OR-AND: 124 / 124 / 2.26
AND/OR/NAND/NOR: 2110 / 2110 / 35.3
adder cells (fa/ha/maj): 992 / 992 / 54.8
buffers and inverters: 556 / 406 / 6.96
XOR/XNOR: 25 / 25 / 0.637
-- final cells by class --
type	instances	area, um2
inverter	135	507
fill	6443	32700
timing repair buffer	271	2460
multi-input combinational	3252	33300
tap	940	1180
-- critical path: cells and delay by family --
| kind | cells | cell delay, ns |
|---|---|---|
| AND-OR/OR-AND | 1 | 0.15 |
| adder cells (fa/ha/maj) | 92 | 39.27 |
| buffers and inverters | 9 | 1.34 |
| AND/OR/NAND/NOR | 62 | 10.12 |
-- how the worst max path moves through the flow --
stage,start,endpoint,slack [ns]
4_1_cts,b[1],mult_out[62],-1.02
5_1_grt,b[1],mult_out[62],-2.86
6_report,b[1],mult_out[62],-0.58
-- Yosys cell counts, types with 4 or more instances --
cell type and n:
sky130_fd_sc_hd__xnor2_1 11, sky130_fd_sc_hd__clkbuf_1 311, sky130_fd_sc_hd__nand2_1 214, sky130_fd_sc_hd__xor2_1 13, sky130_fd_sc_hd__a22oi_1 7, sky130_fd_sc_hd__nand2b_1 87
sky130_fd_sc_hd__ha_1 50, sky130_fd_sc_hd__nand3b_1 5, sky130_fd_sc_hd__a21oi_1 35, sky130_fd_sc_hd__a21o_1 6, sky130_fd_sc_hd__a211oi_1 4, sky130_fd_sc_hd__buf_1 5
sky130_fd_sc_hd__nor2_1 45, sky130_fd_sc_hd__a22o_1 7, sky130_fd_sc_hd__buf_4 100, sky130_fd_sc_hd__o21ai_0 42, sky130_fd_sc_hd__buf_2 4, sky130_fd_sc_hd__inv_1 135
sky130_fd_sc_hd__fa_1 942, sky130_fd_sc_hd__and2_1 1739
-- stage by stage --
| step | utilization (%) | std cells |
|---|---|---|
| final | 53.4 | 4598 |
| after global routing | 53.4 | 4598 |
| after CTS | 53.2 | 4597 |
| after detailed placement | 53.0 | 4595 |
| after global placement | 53.0 | 4595 |
| after floorplan | - | 3808 |
-- routing by layer --
layer	GRT usage [%]	share of wire, %
met1	36.7	45
met2	38.8	50
met3	4.58	4.5
met4	1.55	0.83
met5	0	0
-- repair_timing --
item	in CTS	in global routing
pin swaps	15	27
endpoints found under the setup margin	5	7
hold buffers	0	0
resized	26	66
buffers inserted	2	1
